--- /design/flow/run.sh ---
#!/bin/bash
# OpenROAD 26Q1-2900-gdf79404cd8, Yosys 0.63+post, stock flow scripts
make -C /OpenROAD-flow-scripts/flow DESIGN_CONFIG=/design/flow/config.mk WORK_HOME=/design/flow/orfs finish
--- /design/flow/config.mk ---
export PLATFORM = sky130hd
export DESIGN_NAME = VerilogMultiplier
export DESIGN_NICKNAME = VerilogMultiplier
export VERILOG_FILES = /design/flow/design.v
export SDC_FILE = /design/flow/constraint.sdc
export NUM_CORES = 4
export LEC_CHECK = 1
export CORE_UTILIZATION = 50
--- /design/flow/constraint.sdc ---
current_design VerilogMultiplier

set clk_period 30.4
set clk_io_pct 0.2

create_clock -name clk0 -period $clk_period

set non_clock_inputs [all_inputs -no_clocks]
set_input_delay [expr $clk_period * $clk_io_pct] -clock clk0 $non_clock_inputs
set_output_delay [expr $clk_period * $clk_io_pct] -clock clk0 [all_outputs]
--- /design/flow/design.v ---
module VerilogMultiplier (
    input signed [31:0] a,
    input signed [31:0] b,
    output signed [63:0] sum
);
assign sum = a * b;
endmodule
==> flow_metrics.py <==
# Metrics from the implementation run
metrics = {
    "run_status": {
        "status": "complete, no violations",
    },
    "floorplan": {
        "coreArea_sq_um": 71600,
        "io_pins": 128,
        "die-area_sq_um": 73500,
        "die_h_microns": 271,
        "die_width_microns": 271,
        "rows": 98,
        "fp_util": 0.506,
    },
    "place": {
        "port_buffers": 128,
        "dpl_cell_area_sq_um": 38400,
        "dp_hpwl_microns": 79000,
        "gp_congestion": 0.946,
        "place_ws_ns": 9.29,
    },
    "sta": {
        "tightestPinTransition_ns": 1.24,
        "hold_viol": 0,
        "whs_ns": 13.37,
        "slew_violations": 0,
        "fin_crit_ns": 21.15,
        "worst_slack_ns": 9.25,
        "rsz0062_at_grt": "no",
        "layout_worst_path_cycle_share": 0.696,
        "relSlewSlack": 0.165,
        "tns_ns": 0,
        "fmax_mhz": 47.3,
        "finalSetupViolations": 0,
    },
    "min_path": {
        "hold_path.class": "in2out",
    },
    "synth": {
        "ys_cells": 3876,
        "synth_area_per_cell_sq_um": 9.35,
        "syn_area_sq_um": 36200,
        "postSynthCellCount": 3876,
        "ys_types": 61,
        "yosys.stat.seqShare": 0,
        "topCellsByArea": "fa_1, inv_1, and2_1",
        "synth_warnings": 0,
        "top_area_cell": "fa_1",
        "yosys_area_sq_um": 36200,
        "synthTopCellsByCount": "fa_1, inv_1, nand2_1, and2_1, clkbuf_1",
        "yosysTopAreaCellShare": 0.598,
        "most_common_cell": "fa_1",
    },
    "cells_and_area": {
        "logic_area_sq_um": 31800,
        "nClkBuffers": 0,
        "final_cell_area_sq_um": 38400,
        "layout-drive-gt1-share": 0.0235,
        "design.seq.count": 0,
        "nFillCells": 6691,
        "area_delta_synth_final_pct": 6.01,
        "seqCellArea_sq_um": 0,
    },
    "clock_network": {
        "cts_resized": 0,
        "postCtsSetupBuffers": 0,
        "cts_hold_buf": 0,
    },
    "critical_path": {
        "crit_arrival_ns": 15.07,
        "max_stage_delay_ns": 0.82,
        "end_kind": "output port",
        "worst_path_most_repeated_cell": "fa_1",
        "path_max_fanout": 32,
        "required_ns": 24.32,
        "startpoint_type": "input port",
        "worstSetupPathType": "in2out",
        "cpMaxStageDelayCell": "fa_1",
    },
    "detailed_routing": {
        "drt-pass1-iter-count": 5,
        "drc": 0,
        "vias": 25100,
        "finalWirelength_microns": 94100,
        "post_drt_wl_per_cell_microns": 19.5,
        "drt_iter0_markers": 904,
        "n_antenna_cell": 0,
        "via_per_inst": 5.21,
        "antenna_left": 0,
    },
    "global_route": {
        "grt_pass1_vias": 27600,
        "grt_antenna_before_repair": 0,
        "grt_pass1_wl_microns": 155000,
        "grt_usage": 0.297,
        "overflow": 0,
        "grt_start_max_net_pins": 33,
    },
    "flow_run": {
        "warnings": 32,
        "cap_violations": 0,
    },
}
==> stage by stage <==
stage,cells,util
floorplan,3876,-
global placement,4816,0.536
detailed placement,4816,0.536
CTS,4816,0.536
global route,4816,0.536
finish,4816,0.536
==> logic make-up (layout without fill, tap and decap cells) <==
group / after synthesis / after routing / share of synthesized area
xor gates and xnor gates: 70 / 70 / 0.0169
and+or+nand+nor: 1168 / 1168 / 0.162
buffers and inverters: 1161 / 1151 / 0.121
adders and majority gates: 1266 / 1266 / 0.661
AOI/OAI and AO/OA: 211 / 211 / 0.0382
==> placed cells by master, fill, tap and decap left out, drive strengths merged, types with 11 or more instances in the layout <==
master,n
a21o,27
a21oi,65
and2,518
buf,66
clkdlybuf4s50,128
fa,1082
ha,184
inv,957
nand2,518
nand2b,12
nand3,14
nand4,11
nor2,54
nor3,11
o21ai,48
o21bai,15
xnor2,47
xor2,23
==> worst max-delay path: cells and delay by family <==
kind,cells,cell delay [ns]
AND-OR/OR-AND,8,1.58
XOR/XNOR,1,0.15
adder cells (fa/ha/maj),9,4.62
buffers and inverters,10,2.42
AND/OR/NAND/NOR,1,0.20
==> routing by layer <==
metal / track usage / up-vias / part of all wire / wire length, microns
li1: - / 11000 / - / -
met1: 0.435 / 13200 / 0.39 / 36500
met2: 0.476 / 747 / 0.51 / 48000
met3: 0.0627 / 138 / 0.055 / 5170
met4: 0.102 / 0 / 0.047 / 4460
met5: 0 / - / 0 / 0
==> final cells by class <==
cell class                      instances  share of cell area
Multi-Input combinational cell       2715               0.829
Tap cell                              950              0.0310
Inverter                              957              0.0935
Timing Repair Buffer                  194              0.0463
==> final timing paths <==
kind | startpoint | end | slack (ns) | depth (start not counted)
max | b[5] | sum[62] | 9.25 | 29
min | a[0] | sum[0] | 13.37 | 4
